==> flow/design.v <==
`timescale 1ns / 1ps
module backwardskidbuffer#(parameter L=8,
	parameter OPTREG = 0 )(
    input clk,
	input rst,
	output reg ready_f,
	input valid_f,
	input  [L-1:0] data_f,
	input  ready_b,
	output  reg valid_b,
	output  reg [L-1:0] data_b       
) ;
reg state;
wire ready  ;          
reg pre_valid;
reg [L-1:0] data_pre;
always @(posedge clk) begin 
   if (!rst) begin
      state <= 0 ;
       end
   else if(!state) begin          
            if (ready) begin
             valid_b<=valid_f;
			data_b<=data_f;  
               ready_f <= 1'b1    ;               
            end
            else begin
              pre_valid<=valid_f;
			data_pre<=data_f;
               ready_f <= 1'b0    ;
               state<= !state ;
            end
         end
         else   if (ready) begin
             valid_b<=pre_valid;
			data_b<=data_pre;              
               ready_f <= 1'b1;
               state <= !state;               
            end
         end
assign ready   = ready_b || ! valid_b ;
endmodule
==> flow/config.mk <==
export PLATFORM = sky130hd
export DESIGN_NAME = backwardskidbuffer
export DESIGN_NICKNAME = backwardskidbuffer
export VERILOG_FILES = /design/flow/design.v
export SDC_FILE = /design/flow/constraint.sdc
export NUM_CORES = 4
export LEC_CHECK = 1
export CORE_AREA = 10 10 77 77
export DIE_AREA = 0 0 87 87
==> flow/run.sh <==
#!/bin/bash
# OpenROAD 26Q1-2900-gdf79404cd8, Yosys 0.63+post, stock flow scripts
make -C /OpenROAD-flow-scripts/flow DESIGN_CONFIG=/design/flow/config.mk WORK_HOME=/design/flow/orfs finish
==> flow/constraint.sdc <==
current_design backwardskidbuffer

set clk_period 3.3
set clk_io_pct 0.2

create_clock -name clk0 -period $clk_period [get_ports {clk}]

set non_clock_inputs [all_inputs -no_clocks]
set_input_delay [expr $clk_period * $clk_io_pct] -clock clk0 $non_clock_inputs
set_output_delay [expr $clk_period * $clk_io_pct] -clock clk0 [all_outputs]
==> results.yml <==
# yosys + openroad results
power_and_ir_drop:
  seqPwrFrac_pct: 59.8
  combPwrFrac_pct: 9.4
  p_leak_nw: 0.3661
  ir_drop_mv: 0.2127
  clkPwrFrac_pct: 30.9
  power.switching_mw: 0.08502
  power_density_mw_per_mm2: 460.1
  switching_share_pct: 17.11
  power.internal_mw: 0.4118
clock_network:
  path_clk_slew_ns: 0.07
  cts_resized: 0
  htree_levels: 1
  root_buffer: "clkbuf_8"
  cts_tree: "done"
  clock_latency_ns: 0.25
  post_cts_buffers: 0
  cts_buffer_depth: 2
  cts_hold_buf: 0
  clock_sinks: 20
  numCtsBuffers: 3
yosys:
  top_area_cell: "edfxtp_1"
  synth_seq_share_pct: 76.62
  ys.flop_type: "edfxtp_1"
  postSynthAreaPerCell_um2: 21.41
  ys_sh_adder_pct: 0
  ys_seq_elements: 20
  ys_types: 10
  yosys-stat-area_um2: 770.7
  top_logic_kind: "multiplexers"
  yosys.area_share.xor_xnor_pct: 0
  synth_compound_gate_area_share_pct: 0.9740
  synth-warning-count: 1
  yosysMostFrequentCell: "edfxtp_1"
  ys_sh_mux_pct: 16.56
  ys_sh_simple_pct: 4.383
  top_cell_area_share_pct: 74.03
  synthCells: 36
  synth.top_cells.by_count: "edfxtp_1 (19), mux2_4 (7), mux2_2 (2), nor2b_1 (2)"
  topCellsByArea: "edfxtp_1 (74%), mux2_4 (14%), mux2_2 (2.9%)"
  synth_area_um2: 770.7
  yosys-stat-cells: 36
  synthArstFlopShare_pct: 0
  edf_count: 19
die:
  rows: 24
  die_width_um: 87
  fp_util_pct: 17.70
  core_area_mm2: 0.004354
  io_pins: 22
  die_y_um: 87
  die_area_mm2: 0.007569
setup_path:
  cp_num_buf_inv: 1
  cp_top_family: "simple AND/OR/NAND/NOR gates"
  critPathCaptureType: "flop"
  start_kind: "input port"
  worstPathArrival_ns: 1.81
  slowest_delay_ns: 0.62
  worst_ep_required_time_ns: 3.17
  cp_common_cell: "nor2b_1"
  critPathSlowestCell: "nor2b_1"
  path_cells: "clkdlybuf4s50_1, nor2b_1, nor2b_1"
  worstSetupPathType: "in2reg"
  worstPathMaxFanout: 9
final_timing:
  final-hold-violation-count: 0
  clock_skew_ns: 0.006167
  slew_violations: 0
  worst_pin_slew_ns: 0.7774
  fin_tns_setup_ns: 0
  fmax_ghz: 0.5158
  fin_crit_sh_pct: 58.75
  rsz0062_at_grt: "false"
  setup_viol: 0
  relSlewSlack_pct: 48.07
  final.min_clock_period_ns: 1.939
  worst_slack_ns: 1.361
drt:
  antenna_cells: 0
  first_pass_iters: 2
  drc_errors: 0
  drtIter0Drc: 4
  wire_per_inst_um: 11.96
  avgViaCountPerCell: 3.330
  dr_total_vias: 373
  postRouteAntennaNets: 0
  drt_wl_total_um: 1339
min_path:
  hp-class: "reg2reg"
run_status:
  status: "finished, final reports clean"
placement:
  dp_hpwl_um: 1099
  place_congestion: 0.6818
  io_buffers: 21
  place_inst: 108
  pre_cts_ws_ns: 1.068
grt:
  antenna_found_initial: 0
  grt_max_degree: 13
  grt_pass1_wl_um: 2028
  grt_pass1_vias: 399
  grt_overflow: 0
  grtUsageTotal_pct: 3.485
cells_and_area:
  nFillCells: 435
  fin_cells: 112
  syn_to_final_growth_pct: 40.10
  drive_above_1_share_pct: 20.00
run:
  openroad.warnings: 25
  cap_violations: 0
layout make-up:
class / instances / area, um2 / share of cell area (%)
tap: 52 / 65.06 / 6.025
clock buffer: 4 / 45.04 / 4.171
sequential: 20 / 590.6 / 54.69
timing repair buffer: 21 / 210.2 / 19.47
multi-input combinational: 15 / 168.9 / 15.64
final timing paths:
kind | depth (start not counted) | to | slack (ns) | startpoint
worst min-delay path | 1 | valid_b | 0.55 | pre_valid
worst max register to register | 2 | data_b[3] | 1.74 | valid_b
worst max-delay path | 3 | data_b[3] | 1.36 | ready_b
worst min register to register | 1 | valid_b | 0.55 | pre_valid
cell families (layout without fill, tap and decap cells):
| family | count (synthesis) | in the layout |
|---|---|---|
| AOI/OAI and AO/OA | 1 | 1 |
| buffers and inverters | 1 | 25 |
| DFF | 20 | 20 |
| muxes | 9 | 9 |
| and+or+nand+nor | 5 | 5 |
cell usage in the layout, fill, tap and decap left out, types with 2 or more instances in the layout:
cell,Yosys,layout
clkdlybuf4s50_1,0,21
edfxtp_1,19,19
mux2_4,7,7
clkbuf_8,0,3
nor2b_1,2,2
mux2_2,2,2
power by group through the flow:
stage | clock network (mW) | logic [mW] | registers [mW]
final | 0.153 | 0.0466 | 0.297
after global routing | 0.177 | 0.0503 | 0.298
after CTS | 0.162 | 0.0482 | 0.297
worst register-to-register path, stage by stage, from the launching register on:
cell and delay (ns):
edfxtp_1 0.38, nor2b_1 0.18, nor2b_1 0.62
sequential cells by signal, indices dropped and copies added (netlist names):
name and cells:
data_b 8, data_pre 8, pre_valid 1, ready_f 1, state 1, valid_b 1
metal layers:
layer | wire, um | track usage, % | part of all wire (%) | up-vias
li1 | - | - | - | 187
met1 | 513 | 4.029 | 38 | 170
met4 | 0 | 0.1473 | 0 | 0
met3 | 148 | 2.264 | 11 | 0
met5 | 0 | 0 | 0 | -
met2 | 677 | 5.596 | 51 | 16
stage by stage:
step	hold slack, ns	power (mW)	util, %	area (um2)
after floorplan	0.5231	0.3179	-	770.7
after global placement	0.5349	0.3490	23.76	1035
after detailed placement	0.5360	0.3509	23.76	1035
after CTS	0.5531	0.5072	24.80	1080
after global routing	0.5644	0.5258	24.80	1080
final	0.5522	0.4968	24.80	1080
No activity file was given, so power comes from the tool's default toggle rates.
