$ cat ./run.sh
#!/bin/bash
# OpenROAD 26Q1-2900-gdf79404cd8, Yosys 0.63+post, stock flow scripts
make -C /OpenROAD-flow-scripts/flow DESIGN_CONFIG=/design/flow/config.mk WORK_HOME=/design/flow/orfs finish
$ cat ./config.mk
export PLATFORM = sky130hd
export DESIGN_NAME = forwardpipe
export DESIGN_NICKNAME = forwardpipe
export VERILOG_FILES = /design/flow/design.v
export SDC_FILE = /design/flow/constraint.sdc
export NUM_CORES = 4
export LEC_CHECK = 1
export CORE_AREA = 10 10 70 70
export DIE_AREA = 0 0 80 80
$ cat ./constraint.sdc
current_design forwardpipe

set clk_period 1.6
set clk_io_pct 0.2

create_clock -name clk0 -period $clk_period [get_ports {clk}]

set non_clock_inputs [all_inputs -no_clocks]
set_input_delay [expr $clk_period * $clk_io_pct] -clock clk0 $non_clock_inputs
set_output_delay [expr $clk_period * $clk_io_pct] -clock clk0 [all_outputs]
$ cat ./design.v
`timescale 1ns / 1ps
module forwardpipe #(parameter L=8)(
    input clk,
	input rst,
	output  ready_f,
	input valid_f,
	input [L-1:0] data_f,
	input  ready_b,
	output reg valid_b,
	output reg [L-1:0] data_b
);
always @(posedge clk or negedge rst) begin
		if (!rst)begin
			valid_b <= 1'b0;
			end
			else begin
			valid_b<=ready_f? valid_f:valid_b;
			end
		end
		always @(posedge clk or negedge rst) begin
		if (!rst)begin
			data_b <= {L{1'b0}};
			end
			else begin
			data_b<=ready_f? data_f:data_b;
			end
		end
assign ready_f =ready_b || ~valid_b;
endmodule
==> results_slide.txt <==
Key Metrics from the Run

Run status
  – Outcome: completed

Final timing
  – Worst slew pin tran: around 0.41 ns
  – RSZ-0062 raised after global routing: false
  – Relative slew slack: 0.724
  – Final hold viol count: 0
  – Slew Limit Fails: 0
  – Tcrit/Tclk final: 0.913
  – Setup violators final: 0
  – FMAX: between 0.6 and 0.7 GHz
  – Setup TNS: 0 ns
  – Worst setup margin: around 0.14 ns
  – Fin Clk Skew: roughly 0.0031 ns
  – Clock period minus worst slack: 1.46 ns

Min path
  – Min-Delay Path Class: input port to asynchronous set/reset pin

Clock network
  – H-tree levels: 1
  – CTS tree: yes
  – Latency at later pin: 0.25 ns
  – Post-CTS Setup Repair Bufs: 0
  – Total CTS buffers: 3
  – Clock buffer depth: 2
  – Clk slew on worst S/H paths: roughly 0.060 ns
  – Clk sinks: 9
  – Clk root buf: clkbuf_4

Power and ir drop
  – Pint: roughly 0.44 mW
  – Peak VDD IR: 0.000298 V
  – Net switching power: roughly 0.11 mW
  – Switching Share: 0.205
  – Flop pwr share: 0.472
  – Leak Pwr: about 0.29 nW
  – Power Dens Cells: about 830 mW/mm²
  – Tot Pwr: between 0.5 and 0.6 mW
  – Logic pwr share: 0.221
  – Clock power share: 0.307

Final layout
  – Share of cells above drive strength 1: 0.289
  – P&R area growth vs syn: 76.7%
  – Final Non-Filler Cells: between 90 and 100
  – Fin util: 0.195
  – FILL cells: 389

Global routing
  – Pin count of the biggest net entering global routing: 10
  – GRT Residual Overflow: 0
  – Antenna violations before repair: 0
  – First-pass GRT wire length: around 1.6 mm
  – GR Util All Layers: 0.0327
  – Vias in the first global route: 298

Yosys
  – Synth cell count leaders: dfrtp_1, mux2_4, buf_6, nand2b_1, nand2b_4
  – Post-synth top area cell: dfrtp_1
  – Synth async-reset ratio: 1.00
  – Syn_area_per_cell: around 19 µm²
  – Post-Synthesis Cells: 20
  – Most numerous cell in the Yosys netlist: dfrtp_1
  – Register area share after synthesis: 0.598
  – Largest type area fraction: 0.598
  – Ys cells: 20
  – Yosys Chip Area: approximately 380 µm²
  – Flops after synth: 9
  – Mapped Area: 377 µm²
  – Biggest area cells: dfrtp_1, mux2_4, nand2b_4
  – Main flop type: dfrtp_1
  – Post-synth EDFFs: 0
  – Synthesis warning total: 1
  – Number of library cell types mapped by synthesis: 5

Routing
  – Via count: roughly 250
  – Vias/cell: roughly 2.8
  – Pre-antenna DRT Iters: 3
  – WL/cell: 11.2 µm
  – DR iter-0 viols: 6
  – DRT antenna net count: 0
  – Diode count: 0
  – Drt total wl: 1.02 mm
  – DRC: 0

Die
  – Fp util: 0.110
  – Die Y: ~80 µm
  – Die X: ~80 µm
  – # IOs: 22
  – Chip area: about 0.0064 mm²
  – Core area: approximately 0.0034 mm²
  – Rows: 21

Placement
  – Pre-CTS setup slack: -0.100 ns
  – Dpl cells: between 80 and 90
  – I/O Buffers: 21
  – Final Wtd Congestion: roughly 0.67

Worst setup path
  – CP Capture Type: output pin
  – Crit path buf inv count: 1
  – CP Cell Sequence: clkdlybuf4s50_1
  – Reg2reg setup slack: between 0.4 and 0.5 ns
  – Critical path type: register to output pin
  – Crit path max-delay family: buffers and inverters
  – Critical Path AT: 1.14 ns
  – FF-to-FF Start: valid_b
  – Startpoint class of the critical path: register
  – Slowest-stage cell, CP: clkdlybuf4s50_1
  – CP Data Required Time: 1.28 ns
  – Crit path from: valid_b
  – Worst reg2reg path endpoint: data_b[6]
  – CP Max Fanout: 2
  – Crit-path max cell delay: around 0.5 ns
  – FF-to-FF path depth: 3

Run
  – Log Warnings: 25
  – Max-Cap Viols: 0
power by group through the flow:
| stage | sequential [mW] | combinational (mW) | clock, mW |
|---|---|---|---|
| 4_1_cts | 0.263 | 0.127 | 0.179 |
| 5_1_grt | 0.266 | 0.133 | 0.200 |
| 6_report | 0.262 | 0.123 | 0.170 |
per-stage QoR:
stage,instance area [µm²],hold WS (ns)
6_report,666,0.365
5_1_grt,666,0.379
4_1_cts,666,0.374
3_5_place_dp,641,0.495
3_3_place_gp,641,0.497
2_1_floorplan,377,0.0244
state kept, by name (all words and copies together), names as in the netlist:
name / flops
data_b: 8
valid_b: 1
worst max-delay path by stage:
stage,end,slack [ns],cells after the start
4_1_cts,valid_b,0.12,1
5_1_grt,valid_b,0.07,1
6_report,valid_b,0.14,1
cells in the final DEF, fill, tap and decap left out, drive strengths merged:
| cell type | count |
|---|---|
| buf | 1 |
| clkbuf | 4 |
| clkdlybuf4s50 | 20 |
| dfrtp | 9 |
| dlygate4sd2 | 1 |
| mux2 | 8 |
| nand2b | 2 |
area by class of cell:
type | count | area [µm²] | area share
Clock buffer | 4 | 26.3 | 0.0395
Sequential cell | 9 | 225 | 0.338
Timing Repair Buffer | 22 | 216 | 0.325
Tap cell | 46 | 57.6 | 0.0865
Multi-Input combinational cell | 10 | 140 | 0.211
layer usage:
layer	GRT usage	up-vias	routed length [µm]
met2	0.0393	11	441
met4	0.00880	0	0
met1	0.0489	122	494
met5	0	-	0
met3	0.0159	0	88
li1	-	118	-
what timing repair did:
action | in CTS | in global routing
endpoints found under the setup margin | 1 | 0
gates resized | 1 | 0
hold buffers | 0 | 0
cell families after synthesis:
group,Yosys count,share of synthesized area
buffers and inverters,1,0.0299
flip-flops,9,0.598
multiplexers,8,0.319
AND/OR/NAND/NOR,2,0.0532
Power is estimated from default activity; no workload was simulated.
